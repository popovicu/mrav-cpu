## design/flow/run.sh

```bash
#!/bin/bash
# OpenROAD 26Q1-2900-gdf79404cd8, Yosys 0.63+post, stock flow scripts
make -C /OpenROAD-flow-scripts/flow DESIGN_CONFIG=/design/flow/config.mk WORK_HOME=/design/flow/orfs finish
```

## design/flow/config.mk

```make
export PLATFORM = sky130hd
export DESIGN_NAME = gpio
export DESIGN_NICKNAME = gpio
export VERILOG_FILES = /design/flow/design.v
export SDC_FILE = /design/flow/constraint.sdc
export NUM_CORES = 4
export LEC_CHECK = 1
export CORE_AREA = 10 10 70 70
export DIE_AREA = 0 0 80 80
```

## design/flow/constraint.sdc

```tcl
current_design gpio

set clk_period 1.0
set clk_io_pct 0.2

create_clock -name clk0 -period $clk_period [get_ports {clk}]

set non_clock_inputs [all_inputs -no_clocks]
set_input_delay [expr $clk_period * $clk_io_pct] -clock clk0 $non_clock_inputs
set_output_delay [expr $clk_period * $clk_io_pct] -clock clk0 [all_outputs]
```

## design/flow/design.v

```verilog
parameter MRAV_ADDR_WIDTH = 16;
parameter MRAV_DATA_WIDTH = 16;
parameter MRAV_REG_NUM = 16;
module gpio(
    input logic clk,
    input logic rst_n,
    input logic read,
    input logic write,
    output logic read_done,
    output logic write_done,
    input logic[MRAV_ADDR_WIDTH-1:0] addr,
    input logic[MRAV_DATA_WIDTH-1:0] cpu_data_out,
    output logic[MRAV_DATA_WIDTH-1:0] cpu_data_in,
    output logic[7:0] external_output
);
    logic [7:0] gpio_q, gpio_d;
    always_ff @(posedge clk or negedge rst_n) begin
        if (!rst_n) begin
            gpio_q <= 8'h00;
        end else begin
            gpio_q <= gpio_d;
        end
    end
    assign external_output = gpio_q;
    assign gpio_d = (write) ? cpu_data_out[7:0] : gpio_q;
    assign cpu_data_in = { 8'h00, gpio_q };
    assign read_done = read;  
    assign write_done = write;
endmodule
```

==> CHANGELOG.md <==
### Physical design

- Status: complete, but fails checks
- Violated checks: negative setup slack
- Placed cell count: 102
- Clk Latency, worst-skew pair: 0.24 ns
- Setup WS post-layout: -0.05489 ns
- Leakage: 0.3915 nW
- Reg with most FFs: gpio_q
- Tool warning count: 51
- Registers, synthesis: 8
- YS warnings: 1
- Most common logic cells in the final layout: buf_6 (14), buf_2 (11), clkdlybuf4s50_1 (9)
- Most frequent cell on the critical path: buf_6
- Clock Root Buffer: clkbuf_4
- First-pass GRT wire length: 1.759 mm
- Setup violators final: 5
- Worst endpoint data arrival time: 0.85 ns
- Drc violations: 0
- Critical path class: register to output port
- Post-DR wirelength/cell: 10.55 um
- Initial antenna violation count: 0
- Top logic cell by instance count in the layout: buf_6
- Unrepaired setup endpoints after global routing: true
- Max Buffers Root-to-Sink: 2
- Detailed-router iteration count before antenna repair: 1
- Row cnt: 21
- Top cells by area, synth: dfrtp_1 (43%), buf_4 (29%), mux2_4 (26%)
- GRT Max-Usage Layer: met2
- Register share after synthesis: 42.55%
- Yosys stat cell total: 36
- Crit start category: register
- Critical Path RT: 0.80 ns
- GR met1 Demand/Resource: 4.257%
- Post-synthesis cell area: 470.5 um2
- Cell count after synthesis: 36
- Global Route Usage Sum: 3.586%
- GPL Wtd Cong: 0.6796
- Die Area: 0.006400 mm2
- Hold Violations, Final: 0
- Fp util: 13.77%
- Leading area contributor after synthesis: dfrtp_1
- FMAX: 948.0 MHz
- Via Count: 311
- Number of sinks on the clock net: 8
- H-tree Lvls: 1
- Dpl cell area: 715.7 um2
- Max FFs per register: 8
- Chip Area, Yosys: 470.5 um2
- Drt total wl: 1.192 mm
- Share of cells above drive strength 1: 59.70%
- Worst-path clk slew: 0.05 ns
- Via/cell ratio: 2.752
- Element type at the critical path end: output port
- TritonCTS clock tree: yes
- Starting DRT DRC Count: 0
- Core box area: 0.003416 mm2
- Setup TNS Final: -0.2044 ns
- Crit-path max cell delay: 0.39 ns
- CP delay by family, top: flip-flops
- Cells along the critical path: buf_6 -> buf_6
- Vias in the first global route: 374
- Worst VDD drop: 0.0004645 V
- Final max-slew violation count: 0
- Period utilization: 105.5%
- Met2 usage: 5.056%
- I/O pin cnt: 62
- Number of port buffers: 27
- Design area: 782.0 um2
- Max-cap violations: 0
- Power density cells: 1151 mW/mm2
- Worst Path Max Fanout: 2
- Die extent in x: 80 um
- Syn avg cell area: 13.07 um2
- Buf+Inv Stages, Crit Path: 2
- Fill cell count: 379
- Post-layout minimum cycle time: 1.055 ns
- Area growth from synthesis to layout: 66.22%
- Post-route insts no fill: 113
- Distinct cells, synth: 5
- GRT met3 Usage: 3.068%
- Die height: 80 um
- Largest registers: gpio_q x8
- CTS Buf Count: 3
- CP max stage cell: dfrtp_1
- Final ANT Viol Nets: 0
- Gr ovfl total: 0
- Largest net degree at the start of global routing: 9
- HP Class: input port to async pin
- Max Clock Skew: 0 ns
- # diodes: 0
- Area share, top type: 42.55%
## metrics by stage
step                setup slack (ns)  util (%)  power, mW  hold WS (ns)
floorplan                     0.2579         -     0.5020      -0.09559
global placement             -0.3479     20.95     0.6464        0.4000
detailed placement           -0.3509     20.95     0.6463        0.4000
CTS                         -0.07394     22.78     0.9204        0.2398
global route                 -0.1021     22.89     0.9793        0.2516
finish                      -0.05489     22.89     0.9001        0.2392
## logic make-up (layout without fill, tap and decap cells)
| kind of cell | count (synthesis) | count (layout) | share of synthesized area [%] |
|---|---|---|---|
| muxes | 8 | 8 | 25.53 |
| other | 1 | 8 | 0.7971 |
| buffers and inverters | 19 | 43 | 31.12 |
| DFF | 8 | 8 | 42.55 |
## repair_timing
item	CTS	global route
endpoints found under the setup margin	25	15
gates resized	63	3
pin swaps	0	0
hold buffers	0	0
setup buffers	9	0
## synth_stat cells
cell,instances
buf_4,18
buf_6,1
conb_1,1
dfrtp_1,8
mux2_4,8
## layout make-up
cell class | instances | area, um2 | share of cell area [%]
clock buffers | 3 | 22.52 | 2.880
multi-input cells | 16 | 150.1 | 19.20
flip-flops and latches | 8 | 200.2 | 25.60
well taps | 46 | 57.56 | 7.360
repair buffers | 40 | 351.6 | 44.96
## layer usage
layer  vias up  wire, um
li1        151         -
met4         0         0
met5         -         0
met1       133       550
met2        27       462
met3         0       178
## report_power, final
part	switching [mW]	leakage [nW]	total [mW]	internal (mW)
clock network	0.0939	0.0138	0.230	0.136
registers	0.0214	0.0935	0.379	0.357
logic	0.0658	0.284	0.291	0.225
total	0.181	0.392	0.900	0.719
## worst reg2reg max path, delay by kind of cell (launching register included)
kind	cells	cell delay [ns]
DFF	1	0.38
muxes	1	0.25
buffers and inverters	2	0.24
## path summary, 6_finish.rpt
check | endpoint | depth (start not counted) | startpoint | slack (ns)
worst max-delay path | cpu_data_in[5] | 2 | gpio_q[5]$_DFFE_PN0P_ | -0.05
worst min-delay path | gpio_q[5]$_DFFE_PN0P_ | 1 | rst_n | 0.24
worst max register to register | gpio_q[3]$_DFFE_PN0P_ | 3 | gpio_q[3]$_DFFE_PN0P_ | 0.01
worst min register to register | gpio_q[4]$_DFFE_PN0P_ | 1 | gpio_q[4]$_DFFE_PN0P_ | 0.54
max in group asynchronous | gpio_q[7]$_DFFE_PN0P_ | 1 | rst_n | 0.49
min in group clk0 | read_done | 0 | read | 0.40
Power figures rest on the tool's default switching activity, not on a simulated workload.
